==> flow/design.v <==
module SFT(Y,A,B,Op);
	input  [31:0] A,B;
	input  [1:0] Op;
	output [31:0] Y;
	wire [31:0]  Y1,Y2,Y3;
	LSFT  LSHIFTER  (Y1,A,B);
	RSFT  RSHIFTER  (Y2,A,B);
	ARSFT ARSHIFTER	(Y3,A,B);
assign Y= (Op==2'b00)?Y1:((Op==2'b01)?Y2:Y3);
endmodule
module LSFT(Y,A,B);
	input  [31:0] A,B;
	output [31:0] Y;
	wire [31:0] S1,S2,S3,S4,S5;
	assign S1=(B[4]==1)?{A[15:0],16'd0}:A;
	assign S2=(B[3]==1)?{S1[23:0],8'd0}:S1;
	assign S3=(B[2]==1)?{S2[27:0],4'd0}:S2;
	assign S4=(B[1]==1)?{S3[29:0],2'd0}:S3;
	assign Y=(B[0]==1)?{S4[30:0],1'b0}:S4;
endmodule
module RSFT(Y,A,B);
	input  [31:0] A,B;
	output [31:0] Y;
	wire [31:0] S1,S2,S3,S4,S5;
	assign S1=(B[4]==1)?{16'd0,A[31:16]}:A;
	assign S2=(B[3]==1)? {8'd0,S1[31:8]}:S1;
	assign S3=(B[2]==1)? {4'd0,S2[31:4]}:S2;
	assign S4=(B[1]==1)? {2'd0,S3[31:2]}:S3;
	assign Y=(B[0]==1)? {1'b0,S4[31:1]}:S4;
endmodule
module ARSFT(Y,A,B);
	input  [31:0] A,B;
	output [31:0] Y;
	wire [31:0] S1,S2,S3,S4,S5;
	wire [15:0] S6;
	assign S6=(A[31]==1)?16'hFFFF:16'd0; 
	assign S1=(B[4]==1)?{S6,A[31:16]}:A;
	assign S2=(B[3]==1)?{S6[7:0],S1[31:8]}:S1;
	assign S3=(B[2]==1)?{S6[3:0],S2[31:4]}:S2;
	assign S4=(B[1]==1)?{S6[1:0],S3[31:2]}:S3;
	assign Y =(B[0]==1)?{S6[0],S4[31:1]}:S4;
endmodule
==> flow/run.sh <==
#!/bin/bash
# OpenROAD 26Q1-2900-gdf79404cd8, Yosys 0.63+post, stock flow scripts
make -C /OpenROAD-flow-scripts/flow DESIGN_CONFIG=/design/flow/config.mk WORK_HOME=/design/flow/orfs finish
==> flow/config.mk <==
export PLATFORM = sky130hd
export DESIGN_NAME = SFT
export DESIGN_NICKNAME = SFT
export VERILOG_FILES = /design/flow/design.v
export SDC_FILE = /design/flow/constraint.sdc
export NUM_CORES = 4
export LEC_CHECK = 1
export CORE_UTILIZATION = 30
==> flow/constraint.sdc <==
current_design SFT

set clk_period 8.2
set clk_io_pct 0.2

create_clock -name clk0 -period $clk_period

set non_clock_inputs [all_inputs -no_clocks]
set_input_delay [expr $clk_period * $clk_io_pct] -clock clk0 $non_clock_inputs
set_output_delay [expr $clk_period * $clk_io_pct] -clock clk0 [all_outputs]
==> out/results.tsv <==
metric	value	unit
share of final-layout standard cells stronger than drive strength 1	14.7	%
largest cells by area after synthesis	mux4_2 (16%), mux2i_1 (15%), nand2_1 (5.9%), mux2_2 (5.6%), nor2_1 (4.2%)	
startpoint-to-endpoint class of the critical path	primary input to primary output	
filler cell count	1967	
outcome	finished clean	
post-cts hold buffer count	0	
Gate Count Post-Synth	770	
number of instances resized during post-cts repair	0	
stage-log warning count	59	
final setup fails	0	
count of unresolved DRC violations after routing	0	
worst min-delay path class	primary input to primary output	
WP data arrival	5.05	ns
worst path required time	6.56	ns
total inserted antenna cells	0	
cell area power density	71.9	mW/mm²
storage element area	0	µm²
combined global-route utilization of all metal layers	27.4	%
maximum number of pins on one net before global-route repair	49	
Die Ht	139	µm
pin slew with the least headroom to its limit	0.926	ns
unrepaired setup endpoints after global routing	no	
final non-filler cell total	997	
number of antenna violations at the first check in global routing	0	
area reported by Yosys stat	0.00562	mm²
summed negative setup slack over all endpoints	0	ns
initial core utilization	31.0	%
sum of net half-perimeters after detailed placement	19600	µm
VDD IR-drop max	0.0448	mV
Placed Instances	997	
yosys warns	0	
Site Rows	49	
fraction of post-synthesis cell area in the top cell type by area	16.0	%
Synth Cell Area	0.00562	mm²
standby leakage power	2.33	nW
layout overhead on the synthesized area	12.1	%
library cell occupying the most area in the post-synthesis netlist	mux4_2	
Post-CTS Repair Setup Buffers	0	
commonest cells after routing, fill and taps aside	nand2_1 (88), mux2i_1 (86), clkdlybuf4s50_1 (66)	
Initial DRT Pass Iterations	11	
drt wl/cell	26.1	µm
synthesized area divided by synthesized cell count	7.30	µm²
Post-synth seq share	0	%
Final GP Congestion	1.01	
clock buffer instance count of the final layout	0	
final wirelength	26000	µm
vias post-DR	6730	
global-route congestion overflow total	0	
MI comb area	0.00509	mm²
initial drt markers	864	
Crit Path Max Fanout	48	
I/O pin total	98	
total number of sequential cells	0	
number of violations of the max-capacitance limit	0	
count of buffers inserted at the top-level ports	71	
count of endpoints failing hold in the final timing report	0	
core outline area	0.0181	mm²
CP endpoint kind	primary output	
number of distinct library cell variants in the gate-level netlist after synthesis	77	
headroom to the max-slew limit	38.0	%
number of routed nets with antenna violations	0	
Final Critical Period	6.69	ns
horizontal die size	139	µm
portion of the clock cycle consumed by the worst path in the final layout	81.6	%
number of global-route vias before repair	6169	
yosys stat cell total	770	
wire length of the first global-routing pass	39700	µm
Die Outline Area	0.0193	mm²
Vias/cell	6.75	
maximum clock rate	149	MHz
startpoint type of the worst setup path	primary input	
most common cell after layout, fill and taps aside	nand2_1	
number of pins exceeding their max-slew limit in the final report	0	
cell families (layout without fill, tap and decap cells):
kind of cell,Yosys count,count (layout),synth area share [%]
AOI/OAI and AO/OA,247,247,31.1
buffers and inverters,111,109,9.39
and+or+nand+nor,252,252,20.8
muxes,160,160,38.8
stage by stage:
stage / hold WS [ns] / cell area [µm²] / setup WS, ns / power, mW / util (%)
after floorplan: 3.51 / 5620 / 3.26 / 0.280 / -
after CTS: 4.23 / 6300 / 1.59 / 0.444 / 34.7
after global placement: 4.22 / 6300 / 1.55 / 0.445 / 34.7
final: 4.23 / 6300 / 1.51 / 0.453 / 34.7
after detailed placement: 4.23 / 6300 / 1.59 / 0.443 / 34.7
after global routing: 4.31 / 6300 / 1.30 / 0.482 / 34.7
synthesized netlist by cell type, drive strengths merged (4+ instances only):
cell type / n
a2111oi: 7
a32oi: 4
a211oi: 11
o21ai: 47
o211ai: 23
nor2: 65
nand3b: 6
a31oi: 11
o221ai: 7
inv: 15
a21o: 7
buf: 54
a211o: 6
o32ai: 4
mux2: 30
mux2i: 90
o22ai: 22
mux4: 40
o21a: 6
o2bb2ai: 5
a221oi: 9
o311ai: 4
nor3: 22
nand2: 89
a22oi: 5
o31ai: 4
clkbuf: 42
nand2b: 16
nor2b: 11
nand3: 21
a21oi: 32
report_power, final:
group,switching (mW),internal [mW],total (mW),leakage (nW)
Sequential,0,0,0,0
Combinational,0.258,0.195,0.453,2.33
Clock,0,0,0,0
critical path: stages:
cell	delay, ns
buf_4	0.52
buf_4	0.41
mux2i_1	0.32
mux2i_1	0.30
a2111oi_2	0.72
a21o_1	0.21
a21oi_1	0.03
or4_1	0.43
clkdlybuf4s50_1	0.43
layout make-up:
class	instances	share of cell area [%]
multi-input combinational	659	80.8
timing repair buffer	94	13.7
tap	229	4.55
inverter	15	0.893
path summary, 6_finish.rpt:
kind / startpoint / to / slack [ns] / cells past startpoint
max: B[4] / Y[6] / 1.51 / 9
min: B[0] / Y[10] / 4.23 / 5
metal layers:
| metal | wire [µm] | vias up | part of all wire [%] | track usage [%] |
|---|---|---|---|---|
| met5 | 0 | - | 0 | 0 |
| met4 | 1400 | 0 | 5.4 | 12.3 |
| met3 | 2620 | 61 | 10 | 4.75 |
| met2 | 11300 | 439 | 44 | 40.2 |
| met1 | 10700 | 3235 | 41 | 39.6 |
| li1 | - | 2995 | - | - |
Power and IR drop assume default switching activity.
